<file path="flow/design.v">
package rv32i_types;
typedef enum bit [6:0] {
    op_lui   = 7'b0110111,  
    op_auipc = 7'b0010111,  
    op_jal   = 7'b1101111,  
    op_jalr  = 7'b1100111,  
    op_br    = 7'b1100011,  
    op_load  = 7'b0000011,  
    op_store = 7'b0100011,  
    op_imm   = 7'b0010011,  
    op_reg   = 7'b0110011,  
    op_csr   = 7'b1110011   
} rv32i_opcode;
typedef enum bit [2:0] {
    beq  = 3'b000,
    bne  = 3'b001,
    blt  = 3'b100,
    bge  = 3'b101,
    bltu = 3'b110,
    bgeu = 3'b111
} branch_funct3_t;
typedef enum bit [2:0] {
    lb  = 3'b000,
    lh  = 3'b001,
    lw  = 3'b010,
    lbu = 3'b100,
    lhu = 3'b101
} load_funct3_t;
typedef enum bit [2:0] {
    sb = 3'b000,
    sh = 3'b001,
    sw = 3'b010
} store_funct3_t;
typedef enum bit [2:0] {
    add  = 3'b000,  
    sll  = 3'b001,
    slt  = 3'b010,
    sltu = 3'b011,
    axor = 3'b100,
    sr   = 3'b101,  
    aor  = 3'b110,
    aand = 3'b111
} arith_funct3_t;
typedef enum bit [2:0] {
    alu_add = 3'b000,
    alu_sll = 3'b001,
    alu_sra = 3'b010,
    alu_sub = 3'b011,
    alu_xor = 3'b100,
    alu_srl = 3'b101,
    alu_or  = 3'b110,
    alu_and = 3'b111
} alu_ops;
typedef logic [31:0] rv32i_word;
typedef logic [4:0] rv32i_reg;
typedef logic [3:0] rv32i_mem_wmask;
typedef struct packed {
    rv32i_opcode opcode;
    alu_ops aluop;
    logic [2:0] regfilemux_sel;
    logic load_regfile;
    logic mem_write;
    logic mem_read;
    logic [1:0] pcmux_sel;
    logic cmpmux_sel;
    branch_funct3_t cmp_op;
    logic [1:0] alumux1_sel;
    logic [2:0] alumux2_sel;
	 logic [2:0] mdr_sel;
	 logic [3:0] mem_byte_enable;
	 logic is_branch;
	 logic is_jr;
} rv32i_control_word;
endpackage : rv32i_types
module global_predictor (
	input clk,
	input[31:0] read_pc,
	output logic prediction,
	input[31:0] write_pc,
	input	write,
	input write_value,
	output logic is_correct
);
logic [1:0] branch_history_table [255:0];  
logic [1:0] pattern_history_table [255:0];  
logic [7:0] global_history;
logic [7:0] read_idx, write_idx, read_pht_idx, write_pht_idx;
logic [1:0] read_history, write_history;
assign read_idx = read_pc[9:2];
assign write_idx = write_pc[9:2];
assign read_history = branch_history_table[read_idx];
assign write_history = branch_history_table[write_idx];
assign read_pht_idx = {read_pc[5:2], global_history[7:6], read_history[1:0]};
assign write_pht_idx = {write_pc[5:2], global_history[7:6], write_history[1:0]};
initial
begin
    for (int i = 0; i < $size(branch_history_table); i++) begin
        branch_history_table[i] = 2'b10;
    end
	 for (int i = 0; i < $size(pattern_history_table); i++) begin
        pattern_history_table[i] = 2'b10;
    end
	 global_history = 8'h0;
end
always_ff @(posedge clk)
begin
	if (write == 1) begin
		branch_history_table[write_idx] <= {write_value, branch_history_table[write_idx][1]};
		if(write_value && pattern_history_table[write_pht_idx] != 2'b11)begin
			pattern_history_table[write_pht_idx] <= pattern_history_table[write_pht_idx] + 2'b01;
		end
		if(!write_value && pattern_history_table[write_pht_idx] != 2'b00)begin
			pattern_history_table[write_pht_idx] <= pattern_history_table[write_pht_idx] - 2'b01;
		end
		global_history <= {write_value, global_history[7:1]};
   end
end
assign prediction = pattern_history_table[read_pht_idx][1];
assign is_correct = write_value == pattern_history_table[write_pht_idx][1];
endmodule: global_predictor
module local_predictor (
	input clk,
	input[31:0] read_pc,
	output logic prediction,
	input[31:0] write_pc,
	input	write,
	input write_value,
	output logic is_correct
);
logic [1:0] branch_history_table [255:0];  
logic [1:0] pattern_history_table [255:0];  
logic [7:0] read_idx, write_idx, read_pht_idx, write_pht_idx;
logic [1:0] read_history, write_history;
assign read_idx = read_pc[9:2];
assign write_idx = write_pc[9:2];
assign read_history = branch_history_table[read_idx];
assign write_history = branch_history_table[write_idx];
assign read_pht_idx = {read_pc[7:2], read_history[1:0]};
assign write_pht_idx = {write_pc[7:2], write_history[1:0]};
initial
begin
    for (int i = 0; i < $size(branch_history_table); i++) begin
        branch_history_table[i] = 2'b10;
    end
	 for (int i = 0; i < $size(pattern_history_table); i++) begin
        pattern_history_table[i] = 2'b10;
    end
end
always_ff @(posedge clk)
begin
	if (write == 1) begin
		branch_history_table[write_idx] <= {write_value, branch_history_table[write_idx][1]};
		if(write_value && pattern_history_table[write_pht_idx] != 2'b11)begin
			pattern_history_table[write_pht_idx] <= pattern_history_table[write_pht_idx] + 2'b01;
		end
		if(!write_value && pattern_history_table[write_pht_idx] != 2'b00)begin
			pattern_history_table[write_pht_idx] <= pattern_history_table[write_pht_idx] - 2'b01;
		end
   end
end
assign prediction = pattern_history_table[read_pht_idx][1];
assign is_correct = write_value == pattern_history_table[write_pht_idx][1];
endmodule: local_predictor
module tournament_predictor (
	input clk,
	input[31:0] read_pc,
	output logic prediction,
	input[31:0] write_pc,
	input	write,
	input write_value
);
logic global_prediction, local_prediction;
logic global_is_correct, local_is_correct;
logic [1:0] pattern_history_table [255:0];  
logic [7:0] read_idx, write_idx;
logic [1:0] read_history, write_history;
assign read_idx = read_pc[9:2];
assign write_idx = write_pc[9:2];
initial
begin
	 for (int i = 0; i < $size(pattern_history_table); i++) begin
        pattern_history_table[i] = 2'b10;
    end
end
always_ff @(posedge clk)
begin
	if (write == 1) begin
		if(global_is_correct && !local_is_correct && pattern_history_table[write_idx] != 2'b11)begin
			pattern_history_table[write_idx] <= pattern_history_table[write_idx] + 2'b01;
		end
		if(!global_is_correct && local_is_correct && pattern_history_table[write_idx] != 2'b00)begin
			pattern_history_table[write_idx] <= pattern_history_table[write_idx] - 2'b01;
		end
   end
end
global_predictor gp(
	.clk,
	.read_pc,
	.prediction(global_prediction),
	.is_correct(global_is_correct),
	.write_pc,
	.write,
	.write_value
);
local_predictor lp(
	.clk,
	.read_pc,
	.prediction(local_prediction),
	.is_correct(local_is_correct),
	.write_pc,
	.write,
	.write_value
);
assign prediction = pattern_history_table[read_idx][1] ? global_prediction : local_prediction;
endmodule: tournament_predictor
</file>
<file path="flow/run.sh">
#!/bin/bash
# OpenROAD 26Q1-2900-gdf79404cd8, Yosys 0.63+post, stock flow scripts
make -C /OpenROAD-flow-scripts/flow DESIGN_CONFIG=/design/flow/config.mk WORK_HOME=/design/flow/orfs finish
</file>
<file path="flow/config.mk">
export PLATFORM = sky130hd
export DESIGN_NAME = tournament_predictor
export DESIGN_NICKNAME = tournament_predictor
export VERILOG_FILES = /design/flow/design.v
export SDC_FILE = /design/flow/constraint.sdc
export NUM_CORES = 4
export LEC_CHECK = 1
export CORE_UTILIZATION = 50
</file>
<file path="flow/constraint.sdc">
current_design tournament_predictor

set clk_period 106.7
set clk_io_pct 0.2

create_clock -name clk0 -period $clk_period [get_ports {clk}]

set non_clock_inputs [all_inputs -no_clocks]
set_input_delay [expr $clk_period * $clk_io_pct] -clock clk0 $non_clock_inputs
set_output_delay [expr $clk_period * $clk_io_pct] -clock clk0 [all_outputs]
</file>
==> impl_metrics.csv <==
group,metric,value,unit
worst_setup_path,slowest_stage,"buf_4",
power,p_switching,0.534,mW
layout,final_common_cell,"edfxtp_1",
floorplan,die_h,444,µm
routing,avgViaCountPerCell,6.81,
final_timing,finalHoldViolCount,0,
hold_path,worstHoldStart,"gp.global_history[7]",
logic_synthesis,yosysCellCount,6183,
clocking,cts.path.max_buffers,3,
routing,post_drt_wl_per_cell,34.7,µm
worst_setup_path,cp_data_arrival_time,29.43,ns
worst_setup_path,reg2reg_from,"lp.branch_history_table[162][1]",
global_routing,grt_use_total,34.9,%
logic_synthesis,ys_ff,2050,
floorplan,io_pins,68,
floorplan,fp_util,50.6,%
worst_setup_path,cp-startpoint,"read_pc[3]",
worst_setup_path,reg2reg_to,"pattern_history_table[113][0]",
placed_design,gp_congestion,0.940,
routing,drtIter0Drc,4314,
layout,most-common-layout-cells,"2050 x edfxtp_1, 673 x mux4_2, 511 x nor3_1",
worst_setup_path,rrSetupSlack,96.33,ns
worst_setup_path,start_kind,"primary input",
power,combPwrFrac,15.7,%
clocking,cts_hold_buffers,0,
clocking,htreeDepth,4,
worst_setup_path,cp_max_fo,56,
routing,drtAntennaViolNets,0,
worst_setup_path,path_cells,"buf_8, buf_4, buf_4, mux4_2, mux4_2, mux4_2, or2_2, a211oi_4, buf_4, buf_4, buf_4, nor2_1, a221oi_1, a221oi_1, nand2_1, nand2_1, a211o_1, and3_1, o211ai_1, clkdlybuf4s50_1",
logic_synthesis,flop_cell,"edfxtp_1",
final_timing,finalMaxSlewViolations,0,
layout,stdcell_area,107000,µm²
run,warnings,92,
routing,wirelength,304,mm
worst_setup_path,critPathCaptureType,"output pin",
floorplan,dieArea,197000,µm²
clocking,root_buffer,"clkbuf_16",
logic_synthesis,yosysChipArea,97800,µm²
logic_synthesis,synthCells,6183,
final_timing,rsz0062_at_grt,"false",
worst_setup_path,rr_worst_depth,23,
final_timing,fmaxAchievable,19.7,MHz
final_timing,fin_skew,0.0338,ns
power,power-per-cell-area,18.3,nW/µm²
power,p_seq_share,47.9,%
logic_synthesis,synth-edff-count,2050,
logic_synthesis,synth.avg_cell_area,15.8,µm²
logic_synthesis,yosysSeqAreaShare,62.9,%
global_routing,antenna_found_initial,7,
layout,drive_gt1_share,22.0,%
power,power.internal,1.43,mW
floorplan,core-area,193000,µm²
layout,area_growth,9.62,%
logic_synthesis,netlist_top_cells_area,"edfxtp_1 63%, mux4_2 15%, mux2i_1 5.2%",
final_timing,finalSetupViolCount,0,
final_timing,fin_crit_sh,47.6,%
clocking,clk_pin_slew,0.06,ns
final_timing,tightest_slew,1.04,ns
hold_path,hold_end,"gp.global_history[6]",
worst_setup_path,cp.required,85.36,ns
placed_design,place_area,101000,µm²
worst_setup_path,path_class,"in -> out",
final_timing,slew_headroom,30.5,%
run_status,status,"finished clean",
clocking,numCtsBuffers,214,
final_timing,tns,0,ns
clocking,cts_setup_buffers,0,
power,ir_drop,0.0174,mV
global_routing,grt_pass1_wl,440,mm
routing,vias,59800,
logic_synthesis,synth-async-reset-ratio,0,%
power,switching_share,27.2,%
final_timing,fin_crit,50.77,ns
global_routing,grt_pass1_vias,64100,
power,power_leakage,33.2,nW
global_routing,grt-ovfl-total,0,
placed_design,hpwl,183,mm
logic_synthesis,synth-warning-count,3,
floorplan,rows,161,
run,maxCapViolations,0,
clocking,cts_tree,"built",
hold_path,min_path_cells,1,
logic_synthesis,top_area_share,62.9,%
clocking,cts_resized,0,
worst_setup_path,cp_common_cell,"buf_4",
layout,fillerInstances,14900,
floorplan,fp.dieW,444,µm
worst_setup_path,critPathTopFamily,"buffers and inverters",
clocking,clk_latency,0.87,ns
routing,drc,0,
logic_synthesis,top_area_cell,"edfxtp_1",
clocking,cts_sinks,2050,
global_routing,grt_max_degree,190,
routing,firstDrtPassIters,5,
power,p_clk_share,36.4,%
placed_design,io_buffers,19,
hold_path,worstHoldPathType,"reg -> reg",
worst_setup_path,max_stage_delay,0.69,ns
logic_synthesis,syn-cell-area,97800,µm²
power,fin_total_pwr,1.96,mW
logic_synthesis,ys_types,95,
worst_setup_path,crit_buf_inv,7,
worst reg2reg max path, cell delays in order (launching register included):
cell      delay (ns)
edfxtp_1        0.36
mux4_2          0.23
nand2_1         0.08
a21o_1          0.26
a222oi_1        0.68
nor3b_4         0.29
buf_4           0.41
nand2_2         0.21
inv_8           0.42
buf_4           0.61
buf_4           0.64
buf_4           0.55
mux4_2          0.56
mux2i_1         0.46
a31oi_1         0.16
nand3_1         0.14
o32a_1          0.44
a21oi_1         0.23
o21ai_4         0.18
buf_4           0.59
buf_4           0.79
buf_4           0.73
buf_4           0.80
nor4_1          0.25
cell type report:
class	instances	area [µm²]	share of cell area (%)
inverters	16	67.6	0.0630
clock inverters	135	1040	0.972
diodes	6	15.0	0.0140
multi-input cells	3502	33500	31.2
clock buffers	261	5570	5.20
flip-flops and latches	2050	61600	57.4
repair buffers	280	2310	2.16
well taps	2526	3160	2.95
per-stage QoR:
stage	worst slack (ns)	hold slack, ns	util (%)	std cells
2_1_floorplan	54.73	0.424	-	6183
3_3_place_gp	56.05	0.889	52.0	8374
3_5_place_dp	56.01	0.892	52.0	8374
4_1_cts	56.03	0.903	55.4	8770
5_1_grt	55.53	0.930	55.4	8770
6_report	55.93	0.897	55.4	8776
how the worst max path moves through the flow:
stage | to | depth (start not counted)
after CTS | prediction | 20
after global routing | prediction | 21
final | prediction | 20
logic make-up (layout without fill, tap and decap cells):
kind of cell | after synthesis | in the layout | synth area share (%)
DFF | 2050 | 2050 | 62.9
xor gates and xnor gates | 3 | 3 | 0.0269
buffers and inverters | 631 | 692 | 3.11
and+or+nand+nor | 1789 | 1789 | 9.09
AOI/OAI and AO/OA | 464 | 464 | 3.41
muxes | 1246 | 1246 | 21.4
other | 0 | 6 | 0
state kept, by name, indices dropped and copies added (netlist names):
| name | count |
|---|---|
| gp.branch_history_table | 256 |
| gp.global_history | 2 |
| gp.pattern_history_table | 512 |
| lp.branch_history_table | 256 |
| lp.pattern_history_table | 512 |
| pattern_history_table | 512 |
per-layer routing:
| layer | up-vias | track usage [%] | wire length [µm] |
|---|---|---|---|
| met5 | - | 0.562 | 210 |
| met2 | 3834 | 48.9 | 140000 |
| met4 | 20 | 13.8 | 16400 |
| met3 | 794 | 24.1 | 49900 |
| met1 | 29900 | 44.8 | 97300 |
| li1 | 25300 | - | - |
power groups by stage:
stage	sequential, mW	combinational, mW	clock (mW)
6_report	0.939	0.307	0.714
5_1_grt	0.939	0.325	0.752
4_1_cts	0.939	0.305	0.722
synthesized netlist by cell type (all sizes together) (7+ instances only):
| library cell | n |
|---|---|
| nor2b | 18 |
| nand3b | 8 |
| nand2 | 375 |
| mux2 | 65 |
| and3 | 21 |
| mux4 | 673 |
| a22o | 7 |
| a211oi | 23 |
| nor2 | 328 |
| a2111oi | 13 |
| mux2i | 508 |
| buf | 322 |
| nor4 | 303 |
| o211ai | 34 |
| nor3 | 522 |
| a22oi | 77 |
| a221oi | 30 |
| nand4 | 37 |
| a41oi | 10 |
| o21ai | 78 |
| o2111ai | 11 |
| inv | 14 |
| nand2b | 15 |
| o22ai | 44 |
| edfxtp | 2050 |
| a31oi | 13 |
| nand3 | 91 |
| a311oi | 10 |
| a21oi | 53 |
| clkbuf | 293 |
| and2 | 22 |
Power is estimated from default activity; no workload was simulated.
