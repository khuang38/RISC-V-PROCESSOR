<file path="flow/design.v">
package rv32i_types;
typedef enum bit [6:0] {
    op_lui   = 7'b0110111,  
    op_auipc = 7'b0010111,  
    op_jal   = 7'b1101111,  
    op_jalr  = 7'b1100111,  
    op_br    = 7'b1100011,  
    op_load  = 7'b0000011,  
    op_store = 7'b0100011,  
    op_imm   = 7'b0010011,  
    op_reg   = 7'b0110011,  
    op_csr   = 7'b1110011   
} rv32i_opcode;
typedef enum bit [2:0] {
    beq  = 3'b000,
    bne  = 3'b001,
    blt  = 3'b100,
    bge  = 3'b101,
    bltu = 3'b110,
    bgeu = 3'b111
} branch_funct3_t;
typedef enum bit [2:0] {
    lb  = 3'b000,
    lh  = 3'b001,
    lw  = 3'b010,
    lbu = 3'b100,
    lhu = 3'b101
} load_funct3_t;
typedef enum bit [2:0] {
    sb = 3'b000,
    sh = 3'b001,
    sw = 3'b010
} store_funct3_t;
typedef enum bit [2:0] {
    add  = 3'b000,  
    sll  = 3'b001,
    slt  = 3'b010,
    sltu = 3'b011,
    axor = 3'b100,
    sr   = 3'b101,  
    aor  = 3'b110,
    aand = 3'b111
} arith_funct3_t;
typedef enum bit [2:0] {
    alu_add = 3'b000,
    alu_sll = 3'b001,
    alu_sra = 3'b010,
    alu_sub = 3'b011,
    alu_xor = 3'b100,
    alu_srl = 3'b101,
    alu_or  = 3'b110,
    alu_and = 3'b111
} alu_ops;
typedef logic [31:0] rv32i_word;
typedef logic [4:0] rv32i_reg;
typedef logic [3:0] rv32i_mem_wmask;
typedef struct packed {
    rv32i_opcode opcode;
    alu_ops aluop;
    logic [2:0] regfilemux_sel;
    logic load_regfile;
    logic mem_write;
    logic mem_read;
    logic [1:0] pcmux_sel;
    logic cmpmux_sel;
    branch_funct3_t cmp_op;
    logic [1:0] alumux1_sel;
    logic [2:0] alumux2_sel;
	 logic [2:0] mdr_sel;
	 logic [3:0] mem_byte_enable;
	 logic is_branch;
	 logic is_jr;
} rv32i_control_word;
endpackage : rv32i_types
module l2_array #(parameter width = 256)
(
    input clk,
    input write,
    input [3:0] index,
    input [width-1:0] datain,
    output logic [width-1:0] dataout
);
logic [width-1:0] data [15:0]  ;
initial
begin
    for (int i = 0; i < $size(data); i++)
    begin
        data[i] = 1'b0;
    end
end
always_ff @(posedge clk)
begin
    if (write == 1)
    begin
        data[index] = datain;
    end
end
assign dataout = data[index];
endmodule : l2_array
</file>
<file path="flow/run.sh">
#!/bin/bash
# OpenROAD 26Q1-2900-gdf79404cd8, Yosys 0.63+post, stock flow scripts
make -C /OpenROAD-flow-scripts/flow DESIGN_CONFIG=/design/flow/config.mk WORK_HOME=/design/flow/orfs finish
</file>
<file path="flow/config.mk">
export PLATFORM = sky130hd
export DESIGN_NAME = l2_array
export DESIGN_NICKNAME = l2_array
export VERILOG_FILES = /design/flow/design.v
export SDC_FILE = /design/flow/constraint.sdc
export NUM_CORES = 4
export LEC_CHECK = 1
export CORE_UTILIZATION = 50
</file>
<file path="flow/constraint.sdc">
current_design l2_array

set clk_period 30.5
set clk_io_pct 0.2

create_clock -name clk0 -period $clk_period [get_ports {clk}]

set non_clock_inputs [all_inputs -no_clocks]
set_input_delay [expr $clk_period * $clk_io_pct] -clock clk0 $non_clock_inputs
set_output_delay [expr $clk_period * $clk_io_pct] -clock clk0 [all_outputs]
</file>
==> ci_impl_report.md <==
## Synthesis and layout report

| Metric | Value |
|---|---|
| Synth warnings | 1 |
| Setup violators final | 0 |
| Post-CTS Hold Fix Bufs | 0 |
| Crit Path Class | in2out |
| Final std cells w/o fill | between 10000 and 15000 |
| Area of the core | 303300 um^2 |
| Max-Cap Viols | 0 |
| Initial antenna violation count | ~110 |
| First drt pass iteration count | 7 |
| OpenROAD warnings | 29 |
| Area share of fa/ha/maj cells after synthesis | 0% |
| Status | finished clean |
| Hold Crit Class | in2reg |
| Worst path buffer plus inverter count | 7 |
| Setup Buffers After CTS | 0 |
| Ys cells | ~6300 |
| Fillers | between 20000 and 25000 |
| Yosys cell types | 17 |
| Max reg flops | ~4100 |
| Setup TNS | 0 ns |
| Total CTS buffers | a little over 400 |
| Worst-path clk slew | roughly 0.06 ns |
| Power density over the cells | around 68 nW/um^2 |
| Slew Viols, Final | 0 |
| Simple Share, Synth | less than 1% |
| Post-CTS sizing | 0 |
| Vias in the first global route | between 70000 and 80000 |
| Worst EP required | between 20 and 25 ns |
| Area growth, synth to finish | 15.68% |
| Mapped Area | about 150000 um^2 |
| Post-synth regs | between 4000 and 5000 |
| Mean Syn Cell Area | between 20 and 25 um^2 |
| Final hold viol count | 0 |
| Violation tally from detailed-route iteration zero | approximately 4700 |
| Post-synthesis cell count | about 6300 |
| CP peak stage delay | roughly 0.67 ns |
| Placer Congestion | around 0.79 |
| Post-synth seq share | between 80% and 90% |
| TritonCTS clock tree | built |
| Clock sink count | 4096 |
| Die area | roughly 300000 um^2 |
| Fin crit period | 17.13 ns |
| Fmax | just under 0.06 GHz |
| Vias post-DR | 70100 |
| DRC | 0 |
| Input/output buffers | roughly 520 |
| Die Span Y | ~550 um |
| Top logic family | multiplexers |
| Final ANT Viol Nets | 0 |
| CP delay by family, top | buffers and inverters |
| Total gr overflow | 0 |
| RSZ-0062 raised after global routing | no |
| Leakage power | between 50 and 60 nW |
| Worst Path Arrival | 11.03 ns |
| Vias/cell | 6.132 |
| Worst slew pin tran | just under 0.9 ns |
| Init Core Util | 50.36% |
| CP Cell Sequence | buf_16 -> buf_4 -> buf_4 -> buf_4 -> buf_4 -> buf_4 -> mux4_2 -> a22oi_1 -> nand2_1 -> clkdlybuf4s50_1 |
| Max VDD drop | between 0.06 and 0.07 mV |
| IO Count | ~520 |
| Die x size | between 500 and 600 um |
| Period utilisation layout | between 50% and 60% |
| Most frequent CP cell | buf_4 |
| Pin count of the biggest net entering global routing | 101 |
| Slew margin rel. | approximately 42% |
| Share of post-route cells with drive strength above 1 | approximately 25% |
| Critical-path top delay cell | buf_4 |
| CTS H-Tree Depth | 5 |
| Placed cell count | roughly 11000 |
| Wire per inst | roughly 32 um |
| Synth Area in XOR/XNOR | 0% |
| Compound-Gate Fraction of Synth Area | under 10% |
| YS chip area | roughly 150000 um^2 |
| Final Routed Wirelength | 363200 um |
| Pwr Total | 11.95 mW |
| Worst-case clock buffer depth | 4 |
| Worst setup SP type | primary input |
| Register area | around 120000 um^2 |
| Worst-path fanout max | 56 |
| Detailed Place HPWL | approximately 190000 um |
| Root Driver | clkbuf_16 |
| Critical Path End Type | primary output |
| First-pass GRT wire length | 527900 um |
| Total global routing track utilization | between 20% and 30% |
| Mux cell area share | 15.10% |
| Comb gate area | 28130 um^2 |
| Rows | about 200 |
-- layout by cell type (no fill, tap or decap), drive strengths merged --
cell	count
nor2	13
nand3	1
nand2b	2
a22oi	512
inv	11
clkinvlp	15
nor2b	2
diode	24
nor3	4
nand2	257
and2	1
clkbuf	500
clkdlybuf4s50	515
edfxtp	4096
buf	232
bufinv	43
mux4	1024
nand3b	2
clkinv	198
or3b	1
-- final timing paths --
kind / startpoint / cells past startpoint / end / slack (ns)
max: index[0] / 10 / dataout[48] / 13.37
min: datain[11] / 1 / data[6][11] / 6.06
-- layer usage --
layer	wire, um	track usage [%]	up-vias
met5	1361	1.531	-
met4	9833	5.888	126
met3	65320	21.19	689
met2	174300	38.78	5054
met1	112300	35.85	35349
li1	-	-	28882
-- cell type report --
type / instances / share of cell area (%)
flip-flops and latches: 4096 / 69.61
well taps: 3978 / 2.817
clock inverters: 267 / 1.501
repair buffers: 747 / 3.997
diodes: 24 / 0.03399
multi-input cells: 1819 / 15.92
clock buffers: 500 / 6.118
-- stage by stage --
stage | util, % | area, um^2 | worst slack [ns] | hold WS, ns
2_1_floorplan | - | 152700 | 5.280 | 6.199
3_3_place_gp | 53.80 | 163200 | 13.08 | 6.989
3_5_place_dp | 53.80 | 163200 | 13.11 | 7.011
4_1_cts | 58.24 | 176600 | 13.13 | 5.972
5_1_grt | 58.25 | 176700 | 12.74 | 6.046
6_report | 58.26 | 176700 | 13.37 | 6.056
-- cell usage after synthesis --
cell / instances / area [um^2]
mux4_2: 1024 / 23060
buf_4: 30 / 225.2
a22oi_1: 512 / 3844
nand2_1: 257 / 964.7
buf_6: 36 / 405.4
clkbuf_1: 194 / 728.2
nand2b_1: 2 / 12.51
nor2b_1: 2 / 12.51
edfxtp_1: 4096 / 123000
buf_2: 53 / 265.3
nand3_1: 1 / 5.000
and2_1: 1 / 6.260
nand3b_1: 2 / 15.01
nor3_1: 4 / 20.02
nor2_1: 13 / 48.80
or3b_2: 1 / 8.760
buf_1: 32 / 120.1
-- power breakdown --
part           internal [mW]  switching [mW]
clock                   2.89            2.09
combinational          0.281           0.347
sequential              6.31          0.0226
total                   9.49            2.46
-- kinds of logic after synthesis --
family,after synthesis
simple gates,283
mux,1024
compound gates,512
buf+inv,345
flops,4096
No activity file was given, so power comes from the tool's default toggle rates.
