<file path="/design/flow/config.mk">
export PLATFORM = sky130hd
export DESIGN_NAME = array
export DESIGN_NICKNAME = array
export VERILOG_FILES = /design/flow/design.v
export SDC_FILE = /design/flow/constraint.sdc
export NUM_CORES = 4
export LEC_CHECK = 1
export CORE_UTILIZATION = 40
</file>
<file path="/design/flow/design.v">
package rv32i_types;
typedef enum bit [6:0] {
    op_lui   = 7'b0110111,  
    op_auipc = 7'b0010111,  
    op_jal   = 7'b1101111,  
    op_jalr  = 7'b1100111,  
    op_br    = 7'b1100011,  
    op_load  = 7'b0000011,  
    op_store = 7'b0100011,  
    op_imm   = 7'b0010011,  
    op_reg   = 7'b0110011,  
    op_csr   = 7'b1110011   
} rv32i_opcode;
typedef enum bit [2:0] {
    beq  = 3'b000,
    bne  = 3'b001,
    blt  = 3'b100,
    bge  = 3'b101,
    bltu = 3'b110,
    bgeu = 3'b111
} branch_funct3_t;
typedef enum bit [2:0] {
    lb  = 3'b000,
    lh  = 3'b001,
    lw  = 3'b010,
    lbu = 3'b100,
    lhu = 3'b101
} load_funct3_t;
typedef enum bit [2:0] {
    sb = 3'b000,
    sh = 3'b001,
    sw = 3'b010
} store_funct3_t;
typedef enum bit [2:0] {
    add  = 3'b000,  
    sll  = 3'b001,
    slt  = 3'b010,
    sltu = 3'b011,
    axor = 3'b100,
    sr   = 3'b101,  
    aor  = 3'b110,
    aand = 3'b111
} arith_funct3_t;
typedef enum bit [2:0] {
    alu_add = 3'b000,
    alu_sll = 3'b001,
    alu_sra = 3'b010,
    alu_sub = 3'b011,
    alu_xor = 3'b100,
    alu_srl = 3'b101,
    alu_or  = 3'b110,
    alu_and = 3'b111
} alu_ops;
typedef logic [31:0] rv32i_word;
typedef logic [4:0] rv32i_reg;
typedef logic [3:0] rv32i_mem_wmask;
typedef struct packed {
    rv32i_opcode opcode;
    alu_ops aluop;
    logic [2:0] regfilemux_sel;
    logic load_regfile;
    logic mem_write;
    logic mem_read;
    logic [1:0] pcmux_sel;
    logic cmpmux_sel;
    branch_funct3_t cmp_op;
    logic [1:0] alumux1_sel;
    logic [2:0] alumux2_sel;
	 logic [2:0] mdr_sel;
	 logic [3:0] mem_byte_enable;
	 logic is_branch;
	 logic is_jr;
} rv32i_control_word;
endpackage : rv32i_types
module array #(parameter width = 256)
(
    input clk,
    input write,
    input [2:0] index,
    input [width-1:0] datain,
    output logic [width-1:0] dataout
);
logic [width-1:0] data [7:0]  ;
initial
begin
    for (int i = 0; i < $size(data); i++)
    begin
        data[i] = 1'b0;
    end
end
always_ff @(posedge clk)
begin
    if (write == 1)
    begin
        data[index] = datain;
    end
end
assign dataout = data[index];
endmodule : array
</file>
<file path="/design/flow/constraint.sdc">
current_design array

set clk_period 24.5
set clk_io_pct 0.2

create_clock -name clk0 -period $clk_period [get_ports {clk}]

set non_clock_inputs [all_inputs -no_clocks]
set_input_delay [expr $clk_period * $clk_io_pct] -clock clk0 $non_clock_inputs
set_output_delay [expr $clk_period * $clk_io_pct] -clock clk0 [all_outputs]
</file>
<file path="/design/flow/run.sh">
#!/bin/bash
# OpenROAD 26Q1-2900-gdf79404cd8, Yosys 0.63+post, stock flow scripts
make -C /OpenROAD-flow-scripts/flow DESIGN_CONFIG=/design/flow/config.mk WORK_HOME=/design/flow/orfs finish
</file>
==> results.txt <==
run metrics: Post-synth ARST share 0, Detailed Place HPWL 102.8 mm, clock share of power 0.400, Num CTS Buffers 209, largest net degree at the start of global routing 101, Netlist Area Pre-Place 77510 µm², share of cells above drive strength 1 0.2534, min-delay worst type in2reg, CTS tree done, post-cts hold-fix buffer tally 0, Dominant flop cell edfxtp_1, Switching Fraction 0.2102, CP max FO 52, Int Pwr 5918 µW, Power Density 81.38 nW/µm², Worst slew margin 0.4569, Worst Path Required 19.60 ns, status complete, no violations, critical path launch point type input port, remaining global-route overflow 0, Leakage Power 0.02885 µW, Chip Height 442.2 µm, routed vias/inst 5.530, Layout Cells excl Fill 7072, Clock Tree Root clkbuf_16, first-pass GRT wire length 276.1 mm, combinational share of power 0.066, Max Clock Freq 0.07136 GHz, Tot GR Track Use 0.2091, Die W 442.2 µm, Fin. Hold Viols 0, Mapped Cells 3770, IO Count 517, worst slew pin tran 0.8102 ns, Seq pwr share 0.534, switching power total 1575 µW, max reg flops 2048, most frequent logic cell in the layout edfxtp_1, Post-Route Setup TNS 0 ns, Final ANT Viol Nets 0, Detailed Route WL 188.4 mm, H-tree Lvls 4, CP arrival 9.11 ns, worst vdd ir 0.00008171 V, initial antenna violation count 47, Fillers 15.63k, Cell Type Count 27, FP Rows 161, core area 192600 µm², DR DRC count 0, detailed-route via count 39.11k, Yosys reg bits 2048, max_cap viols 0, RSZ-0062 raised after global routing no, min Tclk post-route 14.01 ns, DRT Pass-1 Iters 8, Die ar. 195500 µm², number of enable flip-flop cells 2048, syn avg cell area 20.56 µm², per-cell routed wire length 26.64 µm, P&R area growth vs syn 18.80%, Slew Limit Fails 0, vias in the first global route 41.17k, yosys stat area 77510 µm², Reg clk slew, reported paths 0.06 ns, kind of critical path in2out, # placed instances 6675, Top Layout Cells 2048 x edfxtp_1, 668 x mux2_2, 513 x clkdlybuf4s50_1, 286 x a22oi_1, 212 x clkbuf_16, Final Setup Violations 0, Initial Utilization 0.4025, GPL Wtd Cong 0.8284, register share after synthesis 0.7934, element type at the critical path end output port, CTS sink cnt 2048, Yosys Instances 3770, Synth Warn # 1, initial DRC count 2653, postcts setup bufs 0, Port Buf Inserts 516, OpenROAD warnings 29, cycle use final 0.5720, post-cts resize count 0, Clock Path Buffers 3
critical path, cell delays in order:
cell and delay [ns]:
buf_8 0.31, buf_4 0.56, buf_4 0.59, buf_4 0.68, buf_4 0.64, mux2_2 0.41
a222oi_1 0.24, o21ai_1 0.18, clkdlybuf4s50_1 0.45
cells by family after synthesis:
kind of cell           synth area share
buffers and inverters           0.01534
DFF                              0.7934
and+or+nand+nor                0.005182
muxes                            0.1258
AOI/OAI and AO/OA               0.06024
path summary, 6_finish.rpt:
check,startpoint,to,cells past startpoint
setup / recovery,index[0],dataout[230],9
hold / removal,datain[31],data[0][31]$_DFFE_PP_,1
metrics by stage:
stage          utilization  cell area [µm²]  worst slack [ns]  hold slack [ns]  power, µW
3_3_place_gp        0.4446            85630             10.55            5.627       4571
3_5_place_dp        0.4446            85630             10.46            5.641       4578
2_1_floorplan            -            77510            0.3856            4.999       4318
4_1_cts             0.4779            92030             10.45            4.710       7572
6_report            0.4782            92080             10.49            4.784       7493
5_1_grt             0.4781            92070             10.21            4.755       7738
synth_stat cells, drive strengths merged (2+ instances only):
library cell / count / area share
a221oi: 2 / 0.00023
a222oi: 127 / 0.016
a22oi: 286 / 0.028
and3: 4 / 0.00032
buf: 138 / 0.011
clkbuf: 97 / 0.0047
edfxtp: 2048 / 0.79
inv: 2 / 0.000097
mux2: 669 / 0.097
mux4: 98 / 0.029
nand2: 79 / 0.0038
nor2b: 4 / 0.00032
nor3: 5 / 0.00039
o211ai: 79 / 0.0077
o21ai: 128 / 0.0083
power groups by stage:
| stage | logic (µW) | registers, µW | clock network, µW |
|---|---|---|---|
| after CTS | 510 | 4000 | 3060 |
| after global routing | 534 | 4010 | 3200 |
| final | 498 | 4000 | 3000 |
metal layers:
layer	up-vias	GRT usage	share of wire
met5	-	0.0007326	0.00066
met3	333	0.08184	0.084
met2	1706	0.3300	0.51
li1	16989	-	-
met1	20061	0.2897	0.37
met4	16	0.05951	0.034
final cells by class:
type / instances / area [µm²] / area share
inverter: 2 / 7.507 / 0.00008153
timing repair buffer: 614 / 6053 / 0.06574
clock inverter: 99 / 852.1 / 0.009253
antenna: 19 / 47.55 / 0.0005163
clock buffer: 279 / 5557 / 0.06034
sequential: 2048 / 61500 / 0.6679
tap: 2526 / 3161 / 0.03432
multi-input combinational: 1485 / 14910 / 0.1619
No activity file was given, so power comes from the tool's default toggle rates.
